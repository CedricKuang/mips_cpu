### ./design.v
`timescale 1ns / 1ps
module register(
    input [3:0] read_reg_1,
    input [3:0] read_reg_2,
    input [3:0] write_reg,
    input [15:0] write_data,
    input reg_write,
    input clk,
    input rst,
    output reg [15:0] read_data_1,
    output reg [15:0] read_data_2
    );
reg [15:0] registers[15:0];
always@(posedge clk or posedge rst)
begin
    if (rst)
    begin
        read_data_1 <= 0;
        read_data_2 <= 0;
    end
    else
    begin
        if (reg_write)
        begin
            registers[write_reg] <= write_data;
            read_data_1 <= 0;
            read_data_2 <= 0;
        end
        else
        begin
            read_data_1 <= registers[read_reg_1];
            read_data_2 <= registers[read_reg_2];
        end
    end
end
endmodule
### ./run.sh
#!/bin/bash
# OpenROAD 26Q1-2900-gdf79404cd8, Yosys 0.63+post, stock flow scripts
make -C /OpenROAD-flow-scripts/flow DESIGN_CONFIG=/design/flow/config.mk WORK_HOME=/design/flow/orfs finish
### ./config.mk
export PLATFORM = sky130hd
export DESIGN_NAME = register
export DESIGN_NICKNAME = register
export VERILOG_FILES = /design/flow/design.v
export SDC_FILE = /design/flow/constraint.sdc
export NUM_CORES = 4
export LEC_CHECK = 1
export CORE_UTILIZATION = 40
export SYNTH_HDL_FRONTEND = slang
### ./constraint.sdc
current_design register

set clk_period 1.9
set clk_io_pct 0.2

create_clock -name clk0 -period $clk_period [get_ports {clk}]

set non_clock_inputs [all_inputs -no_clocks]
set_input_delay [expr $clk_period * $clk_io_pct] -clock clk0 $non_clock_inputs
set_output_delay [expr $clk_period * $clk_io_pct] -clock clk0 [all_outputs]
==> ci_impl_report.md <==
## PnR job results

| Metric | Value |
|---|---|
| Outcome | `complete, no violations` |
| Worst setup EP type | `output pin` |
| Hold Path Sink | `read_data_2[12]` |
| Post-synth regs | `about 290` |
| Post-synth mux share | `22.8%` |
| Die Y | `181 µm` |
| Critical Path AT | `1.39 ns` |
| PostCTS Resize Cnt | `0` |
| Cell row count | `65` |
| Register area | `8490 µm²` |
| Final setup viols | `0` |
| Min setup slack post-route | `0.129 ns` |
| Post-DRT Antenna Nets | `0` |
| Maximum clock rate | `565 MHz` |
| Worst setup SP type | `flip-flop` |
| Vias per cell | `5.91` |
| Post-synthesis instance area | `12900 µm²` |
| Family with the most delay on the worst path | `buffers and inverters` |
| Critical Path Stages | `1` |
| Area grow syn2layout | `21.0%` |
| Final GP Congestion | `0.881` |
| Die area | `~33000 µm²` |
| Final hold violation count | `0` |
| Largest net degree at the start of global routing | `38` |
| Biggest cell delay along the critical path | `0.47 ns` |
| Setup Buffers After CTS | `0` |
| Hold Path Stages | `4` |
| H-tree Lvls | `1` |
| Worst Skew | `0.0146 ns` |
| Fillcell total | `2498` |
| Most frequent cells in the layout | `edfxtp_1, mux2i_1, mux4_2` |
| N_diodes | `0` |
| Final period utilization | `between 90% and 100%` |
| Synth Instances | `715` |
| Most frequent logic cell in the layout | `edfxtp_1` |
| Static Leak | `5.45 nW` |
| RSZ-0062 raised after global routing | `no` |
| Final Instance Area | `roughly 16000 µm²` |
| MI comb area | `4070 µm²` |
| Clock Path Buffers | `3` |
| CTS Buf Count | `31` |
| Adder Share, Synth | `0%` |
| Overall routed net length | `around 33 mm` |
| Critical path type | `flip-flop to output pin` |
| First-pass GRT wire length | `49.7 mm` |
| I/O Pins | `63` |
| Max Slew Vio Count | `0` |
| Logic gate share of total power | `8.6%` |
| Routed vias | `7513` |
| Number of global-route vias before repair | `8458` |
| Pwr Density | `~900 nW/µm²` |
| Sequential power share | `50.4%` |
| FF-to-FF path depth | `3` |
| Syn avg cell area | `roughly 18 µm²` |
| Main logic family | `multiplexers` |
| Clk slew on worst S/H paths | `0.06 ns` |
| Sinks on Clock Net | `288` |
| Overall routing resource usage | `22.5%` |
| Worst hold start | `read_reg_2[1]` |
| Hold Buf Count CTS | `0` |
| Worst Path Max Fanout | `1` |
| Dominant cell area share | `59.8%` |
| Ys cells | `between 700 and 800` |
| Max VDD drop | `0.000809 V` |
| Compound-Gate Fraction of Synth Area | `5.98%` |
| Yosys warns | `0` |
| Setup slack at placement | `-0.385 ns` |
| Synth top area cells | `edfxtp_1, mux4_2, mux2i_1, dfrtp_1, a221oi_1` |
| Placed Area | `14600 µm²` |
| Pre-Repair DR Iteration Count | `5` |
| Worst R2R Start | `registers[2][11]` |
| Initial antenna violation count | `0` |
| HP Class | `input port to flip-flop` |
| Initial Util | `a little over 40%` |
| Die width | `around 180 µm` |
| Starting DRT DRC Count | `474` |
| Min Tclk post-route | `~1.8 ns` |
| Port bufs | `62` |
| Tool warnings | `26` |
| Share of cells above drive strength 1 | `between 20% and 30%` |
| Post-detail-place hpwl | `approximately 22 mm` |
| Synthesis area per yosys | `12900 µm²` |
| Clk root buf | `clkbuf_16` |
| GR Overflow Total | `0` |
| Distinct cells, synth | `34` |
| Final Power | `14.0 mW` |
| Switching Share | `21.6%` |
| Placeable Area | `~32000 µm²` |
| Hold Slack | `0.356 ns` |
| Clock group share of total power | `41.0%` |
| Max Cap Viol | `0` |
| Critical path buffers and inverters | `1` |
| Worst R2R End | `read_data_1[11]` |
| DRC | `0` |
| Register area share after synthesis | `around two thirds` |
| Basic Gates by Area | `2.32%` |
| Crit path max-delay cell type | `clkdlybuf4s50_1` |
| Clk latency late pin | `0.55 ns` |
| Worst path cell trace | `clkdlybuf4s50_1` |
| Psw | `3.03 mW` |
| Area leader, netlist | `edfxtp_1` |
| Wire per inst | `roughly 26 µm` |
| Slew @ Worst Pin | `between 0.9 and 1 ns` |
| Normalized max-slew margin | `33.5%` |
| TritonCTS clock tree | `yes` |
| Xor/xnor share | `0%` |
| P_int | `11.0 mW` |
| CP Data Required Time | `1.52 ns` |
| Register-to-register path setup slack | `0.50 ns` |
## how the worst max path moves through the flow
stage | from | to | slack (ns)
final | read_data_2[1] | read_data_2[1] | 0.13
after global routing | read_data_2[1] | read_data_2[1] | 0.06
after CTS | read_data_2[1] | read_data_2[1] | 0.09
## power groups by stage
| stage | logic [mW] | registers (mW) | clock network (mW) |
|---|---|---|---|
| CTS | 1.21 | 7.07 | 5.89 |
| global route | 1.30 | 7.08 | 6.11 |
| finish | 1.20 | 7.07 | 5.76 |
## logic make-up after synthesis
family	count (synthesis)
and+or+nand+nor	66
AOI/OAI and AO/OA	114
DFF	288
buffers and inverters	53
muxes	194
## flip-flops by register name, indices dropped and copies added, names as in the netlist
| name | count |
|---|---|
| read_data_2 | 16 |
| read_data_1 | 16 |
| registers | 256 |
## layer usage
metal | share of wire (%) | routed length, µm | track usage, % | vias up
met5 | 0 | 0 | 0 | -
met4 | 2.5 | 826 | 4.75 | 0
met3 | 16 | 5290 | 16.3 | 64
met2 | 47 | 15600 | 33.2 | 492
met1 | 34 | 11300 | 28.0 | 3709
li1 | - | - | - | 3248
## layout make-up
cell class / count / share of cell area (%)
clock buffers: 40 / 5.20
clock inverters: 17 / 1.07
inverters: 2 / 0.0724
multi-input cells: 374 / 26.2
flip-flops and latches: 288 / 54.6
well taps: 402 / 3.23
repair buffers: 149 / 9.67
## metrics by stage
| step | std cells | utilization [%] | TNS, ns |
|---|---|---|---|
| after global routing | 1272 | 49.3 | 0 |
| after global placement | 1215 | 46.2 | -53.04 |
| after floorplan | 715 | - | -24.94 |
| final | 1272 | 49.3 | 0 |
| after CTS | 1272 | 49.3 | 0 |
| after detailed placement | 1215 | 46.2 | -54.81 |
## cell usage after synthesis, drive strengths merged
cell type	instances
edfxtp	256
mux2i	105
mux4	77
o21ai	42
buf	35
dfrtp	32
nand2	29
a221oi	27
a21oi	16
clkbuf	16
nor2	16
mux2	12
o221ai	12
a22oi	8
nand2b	5
nor2b	5
a311oi	4
nor3	4
o2111ai	4
and2	2
or2	2
clkinv	1
inv	1
nand4	1
o22ai	1
or3	1
or3b	1
## worst min-delay path: cells and delay by family
kind,cells,cell delay (ns)
AOI/OAI and AO/OA,2,0.18
buffers and inverters,2,0.29
Power and IR drop assume default switching activity.
